`./constraint.sdc`:
```
current_design JAM

set clk_period 8.4
set clk_io_pct 0.2

create_clock -name clk0 -period $clk_period [get_ports {CLK}]

set non_clock_inputs [all_inputs -no_clocks]
set_input_delay [expr $clk_period * $clk_io_pct] -clock clk0 $non_clock_inputs
set_output_delay [expr $clk_period * $clk_io_pct] -clock clk0 [all_outputs]
```
`./run.sh`:
```
#!/bin/bash
# OpenROAD 26Q1-2900-gdf79404cd8, Yosys 0.63+post, stock flow scripts
make -C /OpenROAD-flow-scripts/flow DESIGN_CONFIG=/design/flow/config.mk WORK_HOME=/design/flow/orfs finish
```
`./config.mk`:
```
export PLATFORM = sky130hd
export DESIGN_NAME = JAM
export DESIGN_NICKNAME = JAM
export VERILOG_FILES = /design/flow/design.v
export SDC_FILE = /design/flow/constraint.sdc
export NUM_CORES = 4
export LEC_CHECK = 1
export CORE_UTILIZATION = 30
```
`./design.v`:
```
module JAM (
    input CLK,
    input RST,
    output reg [2:0] W,
    output reg [2:0] J,
    input [6:0] Cost,
    output reg [3:0] MatchCount,
    output reg [9:0] MinCost,
    output Valid
);
reg [2:0] state_cs;
reg [2:0] state_ns;
reg [6:0] CostTable[7:0][7:0];  
reg [2:0] JOBS[7:0]; 
reg [3:0] changePoint;
reg [3:0] checkPoint; 
reg [3:0] counter;
reg [3:0] minIndex;
reg match;
localparam READ = 3'd0,WK = 3'd1,WK1 = 3'd2 ,WK2 = 3'd3,WK3 = 3'd4,WK4=3'd5,DONE = 3'd6,MATCHING = 3'd7;  
always @(posedge CLK ) begin
    if(RST)  state_cs <=READ;
    else state_cs <=state_ns;
end
always @(*) begin
    case (state_cs)
        READ:begin
            if(W==3'd7&&J==3'd7)
                state_ns = WK;
            else state_ns =READ;
        end
        WK:begin
            if(JOBS[7] > JOBS[6] ||JOBS[6] > JOBS[5] ||JOBS[5] > JOBS[4] ||JOBS[4] > JOBS[3] ||JOBS[3] > JOBS[2] ||JOBS[2] > JOBS[1] ||JOBS[1] > JOBS[0])
                state_ns = WK1;
            else if(match)state_ns = DONE;
            else state_ns = MATCHING;
        end
        WK1: state_ns = WK2;
        WK2:begin
            if(counter==3'd7)
                state_ns = WK3;
            else state_ns = WK2;
        end
        WK3: state_ns = WK4;
        WK4: state_ns = WK;
        MATCHING: state_ns = WK;
        DONE: state_ns = DONE;
        default: state_ns = READ;
    endcase
end
assign Valid = (state_cs==DONE)?1'b1:1'b0;
always @(posedge CLK) begin
    if (RST) begin
        W <= 3'd0;
        J <= 3'd0;
    end else if(state_cs==READ) begin
        if(J==3'd7)begin
            W <= W + 3'd1;
            J <= 3'd0;
        end   
        else J <= J + 3'd1;  
    end  
end
wire [7:0] tmp1 = CostTable[0][JOBS[0]] + CostTable[1][JOBS[1]];
wire [7:0] tmp2 = CostTable[2][JOBS[2]] + CostTable[3][JOBS[3]];
wire [7:0] tmp3 = CostTable[4][JOBS[4]] + CostTable[5][JOBS[5]];
wire [7:0] tmp4 = CostTable[6][JOBS[6]] + CostTable[7][JOBS[7]];
wire [8:0] tmp2_1 = tmp1 + tmp2;
wire [8:0] tmp2_2 = tmp3 + tmp4;
wire [9:0] sum = tmp2_1 + tmp2_2;
always @(posedge CLK ) begin
    if(RST)begin 
        MinCost <= 10'd1023;
        MatchCount <= 4'd0;
    end
    else if(state_cs==WK)begin
        if(!match)
            MinCost <= (sum < MinCost) ?sum:MinCost;
        else 
            MatchCount <= (sum == MinCost)?MatchCount+4'd1:MatchCount;
    end
end
always @(*) begin
    if(JOBS[7]>JOBS[6])
        changePoint = 3'd6;
    else if(JOBS[6]>JOBS[5])
        changePoint = 3'd5;
    else if(JOBS[5]>JOBS[4])
        changePoint = 3'd4;
    else if(JOBS[4]>JOBS[3])
        changePoint = 3'd3;
    else if(JOBS[3]>JOBS[2])
        changePoint = 3'd2;
    else if(JOBS[2]>JOBS[1])
        changePoint = 3'd1;
    else if(JOBS[1]>JOBS[0])
        changePoint = 3'd0;
    else changePoint = 3'd0;
end
always @(posedge CLK) begin
    if(RST)begin
        match <=1'b0;
        JOBS[0] <= 3'd0;
        JOBS[1] <= 3'd1;
        JOBS[2] <= 3'd2;
        JOBS[3] <= 3'd3;
        JOBS[4] <= 3'd4;
        JOBS[5] <= 3'd5;
        JOBS[6] <= 3'd6;
        JOBS[7] <= 3'd7;
    end
    else begin
        case (state_cs)
            READ:begin
                CostTable[W][J]<=Cost;
            end
            WK1:begin
                checkPoint <= changePoint;
                counter <=  changePoint + 3'd1;
                minIndex <= changePoint + 3'd1;
            end
            WK2:begin
                if(counter<3'd7)begin
                    if(JOBS[counter]>JOBS[counter + 3'd1]&&JOBS[counter + 3'd1]>JOBS[checkPoint])  
                        minIndex <= counter + 3'd1;
                    else minIndex <= minIndex;  
                    counter <= counter + 3'd1;        
                end
            end
            WK3:begin
                JOBS[checkPoint] <= JOBS[minIndex];
                JOBS[minIndex] <= JOBS[checkPoint];
            end
            WK4:begin
                case (checkPoint)
                    3'd0:begin
                        JOBS[1] <= JOBS[7];
                        JOBS[2] <= JOBS[6];
                        JOBS[3] <= JOBS[5];
                        JOBS[4] <= JOBS[4];
                        JOBS[5] <= JOBS[3];
                        JOBS[6] <= JOBS[2];
                        JOBS[7] <= JOBS[1];
                    end
                    3'd1:begin
                        JOBS[2] <= JOBS[7];
                        JOBS[3] <= JOBS[6];
                        JOBS[4] <= JOBS[5];
                        JOBS[5] <= JOBS[4];
                        JOBS[6] <= JOBS[3];
                        JOBS[7] <= JOBS[2];
                    end
                    3'd2:
                    begin
                        JOBS[3] <= JOBS[7];
                        JOBS[4] <= JOBS[6];
                        JOBS[5] <= JOBS[5];
                        JOBS[6] <= JOBS[4];
                        JOBS[7] <= JOBS[3];
                    end
                    3'd3:
                    begin
                        JOBS[4] <= JOBS[7];
                        JOBS[5] <= JOBS[6];
                        JOBS[6] <= JOBS[5];
                        JOBS[7] <= JOBS[4];
                    end
                    3'd4:
                    begin
                        JOBS[5] <= JOBS[7];
                        JOBS[6] <= JOBS[6];
                        JOBS[7] <= JOBS[5];
                    end
                    3'd5:
                    begin
                        JOBS[6] <= JOBS[7];
                        JOBS[7] <= JOBS[6];
                    end
                    3'd6:begin
                        JOBS[7] <= JOBS[7];
                    end
                endcase
            end
            MATCHING:begin
                match <= 1'b1;
                JOBS[0] <= 3'd0;
                JOBS[1] <= 3'd1;
                JOBS[2] <= 3'd2;
                JOBS[3] <= 3'd3;
                JOBS[4] <= 3'd4;
                JOBS[5] <= 3'd5;
                JOBS[6] <= 3'd6;
                JOBS[7] <= 3'd7;
            end
        endcase  
    end
end
endmodule
```
==> node_exporter_impl.prom <==
# HELP chip_impl_metric Yosys and OpenROAD flow results
# TYPE chip_impl_metric gauge
chip_impl_info{name="outcome",value="complete, no violations"} 1
chip_impl_metric{name="openroad_warning_count",unit=""} 25
chip_impl_metric{name="grt_pass1_vias",unit=""} 14000
chip_impl_metric{name="floorplan.die.height",unit="um"} 285
chip_impl_metric{name="worst_ir_drop_vdd",unit="uV"} 152
chip_impl_metric{name="chip_area",unit="sq mm"} 0.0810
chip_impl_metric{name="fa_ha_area_frac",unit=""} 0.0625
chip_impl_metric{name="netlist.area_leader.share",unit=""} 0.604
chip_impl_metric{name="cp.buffers_inverters",unit=""} 4
chip_impl_metric{name="cts.reportedPaths.clkPinSlew",unit="ns"} 0.06
chip_impl_metric{name="setup_buffers_after_cts",unit=""} 0
chip_impl_info{name="critical_path.startpoint_type",value="register"} 1
chip_impl_metric{name="enable_flop_cells",unit=""} 482
chip_impl_metric{name="finalCritPeriodShare",unit=""} 0.853
chip_impl_metric{name="last_weighted_congestion_value_of_the_routability_driven_placer",unit=""} 0.958
chip_impl_metric{name="placed_area",unit="sq mm"} 0.0255
chip_impl_metric{name="totalWireLength",unit="um"} 59300
chip_impl_metric{name="grtUsageTotal",unit=""} 0.157
chip_impl_info{name="cts_tree",value="done"} 1
chip_impl_metric{name="power_leakage",unit="uW"} 0.00922
chip_impl_metric{name="post_cts_hold_buffer_count",unit=""} 0
chip_impl_info{name="setup.worst_path.class",value="register to register"} 1
chip_impl_metric{name="inserted_clock_buffers",unit=""} 52
chip_impl_info{name="ff_type",value="sky130_fd_sc_hd__edfxtp_1"} 1
chip_impl_metric{name="yosysWarningCount",unit=""} 1
chip_impl_metric{name="detailroute.via_count",unit=""} 13300
chip_impl_metric{name="slew_headroom",unit=""} 0.403
chip_impl_info{name="critPathCaptureType",value="register"} 1
chip_impl_metric{name="post_synth_xor_area_fraction",unit=""} 0.00439
chip_impl_info{name="critical-path-top-cell-by-count",value="sky130_fd_sc_hd__fa_1"} 1
chip_impl_metric{name="detail_route.iter0.violations",unit=""} 1013
chip_impl_info{name="top_cell",value="sky130_fd_sc_hd__edfxtp_1"} 1
chip_impl_info{name="timing.critical_path.cells",value="buf_4 -> mux4_2 -> mux2i_1 -> fa_1 -> inv_1 -> fa_1 -> fa_1 -> inv_1 -> fa_1 -> inv_1 -> ha_1 -> fa_1 -> a211oi_1 -> o21bai_1 -> a21oi_1 -> xnor2_1 -> ha_1 -> a2111oi_0 -> o21ai_0 -> a211o_1 -> a211o_1"} 1
chip_impl_metric{name="finalMaxSlewViolations",unit=""} 0
chip_impl_metric{name="ys_cells",unit=""} 1470
chip_impl_metric{name="grt_antenna_before_repair",unit=""} 0
chip_impl_metric{name="grt_max_degree",unit=""} 65
chip_impl_metric{name="synth.cellmix.simpleShare",unit=""} 0.0611
chip_impl_metric{name="final-setup-viol-count",unit=""} 0
chip_impl_metric{name="final_area",unit="sq mm"} 0.0272
chip_impl_metric{name="antenna_violating_nets_post_route",unit=""} 0
chip_impl_metric{name="synth.cell_area",unit="sq mm"} 0.0240
chip_impl_metric{name="fmax",unit="MHz"} 140
chip_impl_metric{name="cells_after_synthesis",unit=""} 1470
chip_impl_info{name="common_cells",value="482 x sky130_fd_sc_hd__edfxtp_1, 136 x sky130_fd_sc_hd__mux4_2, 120 x sky130_fd_sc_hd__nor2_1"} 1
chip_impl_info{name="worstHoldPathType",value="register to register"} 1
chip_impl_metric{name="power",unit="uW"} 5890
chip_impl_info{name="timing.critical_path.max_delay_family",value="adder cells"} 1
chip_impl_metric{name="remaining_drc_errors",unit=""} 0
chip_impl_metric{name="maxCapViolations",unit=""} 0
chip_impl_metric{name="ys_ff",unit=""} 520
chip_impl_metric{name="preCtsSetupSlack",unit="ns"} 1.33
chip_impl_metric{name="h-tree-depth",unit=""} 2
chip_impl_metric{name="yosys-mux-area-fraction",unit=""} 0.165
chip_impl_metric{name="synth.yosys.seq_area_share",unit=""} 0.636
chip_impl_metric{name="worst-slew-pin-transition",unit="ns"} 0.894
chip_impl_metric{name="die_width",unit="um"} 285
chip_impl_info{name="synth.area.top_cells",value="sky130_fd_sc_hd__edfxtp_1 60%, sky130_fd_sc_hd__mux4_2 13%, sky130_fd_sc_hd__fa_1 3.4%"} 1
chip_impl_metric{name="hold_slack",unit="ns"} 0.480
chip_impl_metric{name="avgViaCountPerCell",unit=""} 5.08
chip_impl_metric{name="worst_slack",unit="ns"} 1.23
chip_impl_metric{name="clock-sinks",unit=""} 520
chip_impl_metric{name="hold_viol_final",unit=""} 0
chip_impl_metric{name="setup_total_negative_slack",unit="ns"} 0
chip_impl_metric{name="cts.repair.resized",unit=""} 0
chip_impl_metric{name="worst-path-max-fanout",unit=""} 16
chip_impl_metric{name="final.setup_skew",unit="ns"} 0.0132
chip_impl_metric{name="globalRoute.totalOverflow",unit=""} 0
chip_impl_metric{name="route.detailed.wl_per_inst",unit="um"} 22.7
chip_impl_info{name="unrepaired_setup_endpoints_after_global_routing",value="false"} 1
chip_impl_metric{name="worstSkewPairLatency",unit="ns"} 0.59
chip_impl_metric{name="drt_first_pass_iters",unit=""} 6
chip_impl_metric{name="layout-area-overhead-vs-synth",unit="%"} 13.4
chip_impl_metric{name="io_pins",unit=""} 30
chip_impl_metric{name="timing.critical_path.slowest_cell_delay",unit="ns"} 0.82
chip_impl_metric{name="yosys.cell_types.count",unit=""} 73
chip_impl_metric{name="yosys_aoi_share",unit=""} 0.0429
chip_impl_metric{name="post-dp-hpwl",unit="um"} 39500
chip_impl_metric{name="power_per_cell_area",unit="mW/mm^2"} 217
chip_impl_metric{name="clock_path_buffers",unit=""} 3
chip_impl_metric{name="worstPathRequired",unit="ns"} 8.87
chip_impl_info{name="leading_area_contributor_after_synthesis",value="sky130_fd_sc_hd__edfxtp_1"} 1
chip_impl_info{name="synth.logic.top_family",value="multiplexers"} 1
chip_impl_metric{name="design.core.area",unit="sq mm"} 0.0790
chip_impl_metric{name="fp-row-count",unit=""} 103
chip_impl_metric{name="antennaDiodeCount",unit=""} 0
chip_impl_metric{name="ys_chip_area",unit="sq mm"} 0.0240
chip_impl_metric{name="portBuffers",unit=""} 29
chip_impl_info{name="timing.critical_path.slowest_stage_cell",value="sky130_fd_sc_hd__edfxtp_1"} 1
chip_impl_info{name="ctsRootBufferMaster",value="sky130_fd_sc_hd__clkbuf_16"} 1
chip_impl_metric{name="post-route-min-period",unit="ns"} 7.17
chip_impl_metric{name="drive_gt1_frac",unit=""} 0.190
chip_impl_metric{name="initial_core_util",unit=""} 0.303
chip_impl_metric{name="post_synth.cell_area_avg",unit="sq um"} 16.3
chip_impl_metric{name="grt_first_pass_wirelength",unit="um"} 89600
chip_impl_metric{name="cp.arrival",unit="ns"} 7.64
chip_impl_metric{name="ys_async_sr_fraction",unit=""} 0
## power breakdown
group	switching [uW]	internal [uW]	total [uW]
clock	965	1330	2300
sequential	16.9	2840	2860
combinational	440	293	733
## flip-flops by register name, summed over array words and instances (netlist names), named ones only
| register | cells |
|---|---|
| match | 1 |
| state_cs | 8 |
| JOBS | 24 |
| J | 3 |
| CostTable | 448 |
| MatchCount | 4 |
| W | 3 |
| MinCost | 10 |
| minIndex | 3 |
| counter | 4 |
| checkPoint | 3 |
## metrics by stage
step                      std cells   util
after floorplan                1470      -
after global placement         2519  0.323
after detailed placement       2519  0.323
after CTS                      2615  0.344
after global routing           2615  0.344
final                          2615  0.344
## cell families (layout without fill, tap and decap cells)
group,after synthesis,count (layout)
buf+inv,165,260
mux,217,217
fa+ha+maj,95,95
flops,520,520
simple gates,314,314
xor+xnor,12,12
compound gates,147,147
## layout make-up
class | instances | area (sq um)
Clock buffer | 58 | 1350
Clock inverter | 38 | 339
Fill cell | 7285 | 51800
Inverter | 96 | 360
Multi-Input combinational cell | 785 | 8040
Sequential cell | 520 | 15200
Tap cell | 1050 | 1310
Timing Repair Buffer | 68 | 543
## routing by layer
| metal | up-vias | part of all wire | global-route usage |
|---|---|---|---|
| met2 | 700 | 0.46 | 0.237 |
| met4 | 2 | 0.025 | 0.0310 |
| met1 | 6636 | 0.39 | 0.214 |
| met5 | - | 0.00099 | 0.00655 |
| met3 | 105 | 0.12 | 0.0777 |
| li1 | 5829 | - | - |
## worst paths after layout
| kind | from | endpoint | slack [ns] | cells past startpoint |
|---|---|---|---|---|
| worst min register to register | state_cs[3] | state_cs[3] | 0.48 | 2 |
| worst max-delay path | JOBS[5][0] | MinCost[9] | 1.23 | 21 |
| worst min-delay path | state_cs[3] | state_cs[3] | 0.48 | 2 |
| worst max register to register | JOBS[5][0] | MinCost[9] | 1.23 | 21 |
## cells in the final DEF, fill, tap and decap left out, types with 38 or more instances in the layout
master                      count
sky130_fd_sc_hd__mux4_2       136
sky130_fd_sc_hd__inv_1         84
sky130_fd_sc_hd__nand2_1       78
sky130_fd_sc_hd__fa_1          41
sky130_fd_sc_hd__dfxtp_1       38
sky130_fd_sc_hd__buf_4         39
sky130_fd_sc_hd__clkbuf_16     53
sky130_fd_sc_hd__ha_1          54
sky130_fd_sc_hd__nor2_1       120
sky130_fd_sc_hd__edfxtp_1     482
sky130_fd_sc_hd__mux2i_1       61
## worst min-delay path, stage by stage, from the launching register on
cell                       delay (ns)
sky130_fd_sc_hd__dfxtp_1         0.33
sky130_fd_sc_hd__nand2b_1        0.07
sky130_fd_sc_hd__o31ai_1         0.06
Power figures rest on the tool's default switching activity, not on a simulated workload.
